**run.sh**
```bash
#!/bin/bash
# OpenROAD 26Q1-2900-gdf79404cd8, Yosys 0.63+post, stock flow scripts
make -C /OpenROAD-flow-scripts/flow DESIGN_CONFIG=/design/flow/config.mk WORK_HOME=/design/flow/orfs finish
```
**constraint.sdc**
```tcl
current_design fpadder

set clk_period 85.0
set clk_io_pct 0.2

create_clock -name clk0 -period $clk_period

set non_clock_inputs [all_inputs -no_clocks]
set_input_delay [expr $clk_period * $clk_io_pct] -clock clk0 $non_clock_inputs
set_output_delay [expr $clk_period * $clk_io_pct] -clock clk0 [all_outputs]
```
**config.mk**
```make
export PLATFORM = sky130hd
export DESIGN_NAME = fpadder
export DESIGN_NICKNAME = fpadder
export VERILOG_FILES = /design/flow/design.v
export SDC_FILE = /design/flow/constraint.sdc
export NUM_CORES = 4
export LEC_CHECK = 1
export CORE_UTILIZATION = 50
```
**design.v**
```verilog
`timescale 1ns / 1ps
module fadd_align (		
	input [31:0] a, b,	 
	input sub,			 
	output sign,			 
	output [7:0] temp_exp,	 
	output op_sub,			 
	output [23:0] large_frac24,		 
	output [26:0] small_frac27);	 
	wire exchange = (b[30:0] > a[30:0]);
	wire [31:0] fp_large = exchange? b : a;
	wire [31:0] fp_small = exchange? a : b;
	wire fp_large_hidden_bit = |fp_large[30:23];
	wire fp_small_hidden_bit = |fp_small[30:23];
	wire [23:0] large_frac24 = {fp_large_hidden_bit, fp_large[22:0]};
	wire [23:0] small_frac24 = {fp_small_hidden_bit, fp_small[22:0]};
	assign temp_exp = fp_large[30:23];
	assign sign = exchange ? sub^b[31] : a[31];
	assign op_sub = sub ^ fp_large[31] ^ fp_small[31];
	wire [7:0] exp_diff = fp_large[30:23] - fp_small[30:23];
	wire [49:0] small_frac50 = (exp_diff >= 26) ? 
								{26'h0, small_frac24} : 
								{small_frac24, 26'h0} >> exp_diff;
	assign small_frac27 = {small_frac50[49:24], |small_frac50[23:0]};
endmodule
`timescale 1ns / 1ps
module fadd_cal (	
	input op_sub,
	input [23:0] large_frac24,
	input [26:0] small_frac27,
	output [27:0] cal_frac);
	wire [27:0] aligned_large_frac = {1'b0, large_frac24, 3'b000};
	wire [27:0] aligned_small_frac = {1'b0, small_frac27};
	assign cal_frac = op_sub?
		aligned_large_frac - aligned_small_frac :
		aligned_large_frac + aligned_small_frac;
endmodule
`timescale 1ns / 1ps
module fadd_norm (
	input sign,			 
	input [7:0] temp_exp,	 
	input [27:0] cal_frac,	 
	output [31:0] s);		 
	wire [26:0] f4, f3, f2, f1, f0;
	wire [4:0] zeros;	 
	assign zeros[4] = ~|cal_frac[26:11];	 
	assign f4 = zeros[4]? {cal_frac[10:0],16'b0} : cal_frac[26:0];
	assign zeros[3] = ~|f4[26:19];			 
	assign f3 = zeros[3]? {f4[18:0], 8'b0} : f4;
	assign zeros[2] = ~|f3[26:23];			 
	assign f2 = zeros[2]? {f3[22:0], 4'b0} : f3;
	assign zeros[1] = ~|f2[26:25];			 
	assign f1 = zeros[1]? {f2[24:0], 2'b0} : f2;
	assign zeros[0] = ~f1[26];				 
	assign f0 = zeros[0]? {f1[25:0], 1'b0} : f1;
	reg [26:0] frac0;
	reg [7:0] exp0;
	always @ * begin
		if (cal_frac==0) begin	 
			frac0 = 0;
			exp0 = 0;
		end
		else if (cal_frac[27]) begin
			frac0 = cal_frac[27:1];	 
			exp0 = temp_exp + 8'h1;  
		end
		else begin
			exp0 = temp_exp - zeros;
			frac0 = f0;  
		end
	end
	wire frac_plus_1 =
	frac0[2] & (frac0[1] | frac0[0]) |
	frac0[2] & ~frac0[1] & ~frac0[0] & frac0[3];
	wire [24:0] frac_round = {1'b0, frac0[26:3]} + frac_plus_1;
	wire [7:0] exponent = frac_round[24] ?
							exp0 + 8'h1 :
							exp0;
	assign s = {sign, exponent, frac_round[22:0]};
endmodule
`timescale 1ns / 1ps
module fpadder (		 
	input [31:0] a, b,	 
	input sub,			 
	output [31:0] s); 	 
	wire a_sign;
	wire [7:0] a_exp;
	wire a_op_sub;
	wire [26:0] a_small_frac;
	wire [23:0] a_large_frac;
	fadd_align alignment (
		.a(a),
		.b(b),
		.sub(sub),
		.sign(a_sign), 		 
		.temp_exp(a_exp),	 
		.op_sub(a_op_sub),	 
		.large_frac24(a_large_frac),	 
		.small_frac27(a_small_frac));	 
	wire [27:0] c_frac;
	fadd_cal calculation (
		.op_sub(a_op_sub),
		.large_frac24(a_large_frac),
		.small_frac27(a_small_frac),
		.cal_frac(c_frac));	 
	fadd_norm normalization (
		.sign(a_sign),		 
		.temp_exp(a_exp),	 
		.cal_frac(c_frac),	 
		.s(s));				 
endmodule
```
==> impl_metrics.ini <==
; physical design summary
[setup_path]
critical_path_arrival_ns = 32.89
crit_path_max_fanout = 60
worst-setup-path-type = input port to primary output
cp-end-kind = primary output
crit_top_cell = a21oi_1
critPathTopFamily = AND-OR/OR-AND gates
critPathLaunchType = input port
worst_path_largest_cell_delay_ns = 0.94
required_ns = 68.00
slowest_stage = o31ai_2
critPathBufInv = 5

[timing]
slew_headroom = 0.298
timing.hold.ws_ns = 35.17
finalSetupTns_ns = 0
hold_viol = 0
grt_setup_unrepaired = no
min_period_ns = 49.89
slew_violations = 0
worstMarginPinSlew_ns = 1.05
period_used_share = 0.587
setup_ws_ns = 35.11
fmax_ghz = 0.0200
report.final.setup_viol = 0

[cells_and_area]
flop-count = 0
seq_area_sq_um = 0
areaGrowthSynthToFinish_pct = 8.74
drive_gt1_frac = 0.0749
nClkBuffers = 0

[floorplanning]
die_width_microns = 160
die_height_microns = 160
initCoreUtil = 0.512
rows = 57
core-area_sq_mm = 0.0245
die_area_sq_mm = 0.0257
ios = 97

[routing]
drt-total-wl_microns = 54600
viasPerCell = 7.00
detail-route-antenna-nets = 0
firstDrtPassIters = 8
wl_per_cell_microns = 24.1
drc = 0
num_antenna_cells = 0
drt_iter0_markers = 2190
vias = 15800

[place]
port_buffers = 97
dp_hpwl_microns = 43700
dpl_worst_slack_ns = 35.57
place_congestion = 1.13

[logic_synthesis]
area_leaders = ha_1 (9.0%), nand2_1 (6.5%), mux2i_1 (6.2%), a21oi_1 (6.1%), o21ai_0 (5.3%)
yosys_warnings = 1
top_area_cell = ha_1
ys_cells = 1930
synthCells = 1930
avgSynthCellArea_sq_um = 6.49
ys_types = 115
ys_area_sq_mm = 0.0125
synth_top_area_share = 0.0899
syn_area_sq_mm = 0.0125
ys_seq_share = 0

[pwr]
powerDensity_mw_per_mm2 = 21.7
p_comb_frac = 1.000
pwr-share-seq = 0
power_frac_clock = 0
power_switching_w = 0.000186
total_leakage_power_nw = 5.57
peakVddDrop_uv = 12.6
p_int_w = 0.000109
swShare = 0.629

[global_route]
grt_max_degree = 76
gr-total-overflow = 0
grt_first_pass_wirelength_microns = 84400
grt_pass1_vias = 14400
antenna_found_initial = 0
grtUsageTotal = 0.424

[clocking]
cts_hold_buffers = 0
post_cts_resized = 0
cts_setup_buffers = 0

[hold_path]
worstHoldPathType = input port to primary output

[outcome]
outcome = complete, no violations

[flow_run]
cap_violations = 0
warnings = 56
-- kinds of logic (layout without fill, tap and decap cells) --
group | after synthesis | after routing | synth area share
AND-OR/OR-AND | 680 | 680 | 0.381
XOR/XNOR | 63 | 63 | 0.0447
adder cells (fa/ha/maj) | 92 | 92 | 0.0931
buffers and inverters | 239 | 246 | 0.0843
multiplexers | 121 | 121 | 0.108
AND/OR/NAND/NOR | 735 | 735 | 0.290
-- Yosys cell counts, types with 33 or more instances --
| cell | n |
|---|---|
| nand2_1 | 217 |
| nor2_1 | 177 |
| a21oi_1 | 152 |
| o21ai_0 | 133 |
| inv_1 | 108 |
| ha_1 | 90 |
| mux2i_1 | 77 |
| clkbuf_1 | 71 |
| nor3_1 | 60 |
| nand3_1 | 51 |
| xnor2_1 | 44 |
| nand4_1 | 41 |
| a211oi_1 | 36 |
| a21o_1 | 33 |
-- power by group through the flow --
stage	Clock, W	Combinational [W]	Sequential [W]
CTS	0	0.000284	0
global route	0	0.000314	0
finish	0	0.000295	0
-- path summary, 6_finish.rpt --
kind | startpoint | end | cells past startpoint
worst max-delay path | a[27] | s[30] | 52
worst min-delay path | a[31] | s[31] | 4
-- metal layers --
layer / part of all wire / up-vias / track usage / wire length [microns]
li1: - / 7329 / - / -
met1: 0.39 / 7192 / 0.563 / 21400
met2: 0.44 / 1064 / 0.656 / 23800
met3: 0.11 / 234 / 0.0937 / 6230
met4: 0.059 / 0 / 0.194 / 3220
met5: 0 / - / 0 / 0
-- metrics by stage --
stage                     cells   util  area, sq um  power (W)
after global placement     2261  0.557        13600   0.000284
after detailed placement   2261  0.557        13600   0.000283
after global routing       2261  0.557        13600   0.000314
after floorplan            1930      -        12500   0.000188
after CTS                  2261  0.557        13600   0.000284
final                      2261  0.557        13600   0.000295
-- placed cells by master (no fill, tap or decap), drive strengths merged, types with 13 or more instances in the layout --
master         synthesis  layout
nand2                217     217
nor2                 179     179
a21oi                158     158
o21ai                144     144
inv                  109     109
clkdlybuf4s50          0      97
ha                    90      90
mux2i                 82      82
nor3                  62      62
nand3                 53      53
xnor2                 45      45
nand4                 42      42
a211oi                41      41
buf                   57      38
a21o                  34      34
mux2                  33      33
nor4                  31      31
a31oi                 25      25
nand2b                24      24
o211ai                22      22
o21bai                20      20
o31ai                 20      20
or3                   19      19
xor2                  18      18
o221ai                17      17
and3                  17      17
and2                  17      17
nor2b                 16      16
o22ai                 15      15
o21a                  13      13
-- cell type report --
type / instances / area (sq um)
well taps: 324 / 405
repair buffers: 135 / 1260
fillers: 2366 / 10800
inverters: 111 / 418
multi-input cells: 1691 / 11500
Power figures rest on the tool's default switching activity, not on a simulated workload.
