==> flow/design.v <==
module  MYIP_TOP (
                g_hclk_es1,
                hreset_n,
                haddr,
                htrans,
                hwrite,
                hsize,
                hburst,
                hwdata,
                hrdata,
                hready,
                hresp,
                hsel_es1,
		        hrdata_es1,
                hresp_es1,
				hreadyout_es1
                );
   input	    g_hclk_es1;	        
   input        hreset_n;	        
   input[31:0]  haddr;  	        
   input[1:0]   htrans; 	        
   input        hwrite; 	        
   input[2:0]   hsize;  	        
   input[2:0]   hburst; 	        
   input[31:0]  hwdata; 	        
   input[31:0]  hrdata; 	        
   input        hready; 	        
   input[1:0]   hresp;  	        
   input			 hsel_es1;                
   output[31:0] hrdata_es1;     	     
   output       hreadyout_es1;  	     
   output[1:0]  hresp_es1;               
parameter TRN_IDLE   = 2'b00;
parameter TRN_BUSY   = 2'b01;
parameter TRN_NONSEQ = 2'b10;
parameter TRN_SEQ    = 2'b11;
parameter RSP_OKAY   = 2'b00;
parameter RSP_ERROR  = 2'b01;
parameter RSP_RETRY  = 2'b10;
parameter RSP_SPLIT  = 2'b11;
reg [31:0] haddr_reg;
reg [2:0] CurrentState;
reg [2:0] NextState;
wire cen, bsy;
wire [1:0]ctrl;
wire [15:0] dout;
reg hwrite_reg;
reg cen_wait;
assign ctrl = (hwrite_reg && (haddr_reg == 32'h80000100))? hwdata[1:0] : 2'b00;
always @(negedge hreset_n or posedge g_hclk_es1)
begin
  if (hreset_n == 0)
    haddr_reg <= 32'h0;
  else
    haddr_reg <= haddr;
end
always @(negedge hreset_n or posedge g_hclk_es1)
begin
  if (hreset_n == 0)
    hwrite_reg <= 32'h0;
  else
    hwrite_reg <= hwrite;
end
assign hrdata_es1 = (haddr_reg == 32'h8000_0104)? {31'h0000_0000, bsy} : {16'd0,dout};  
assign hreadyout_es1 = (cen_wait == 1'b0)? 1'b1:1'b0;
assign hresp_es1     = 2'b00;
always @(posedge g_hclk_es1 or negedge hreset_n)
begin
  if (!hreset_n)
    cen_wait <= 1'b0;
  else if (!hwrite && (haddr[31:8] == 24'h800000) && cen_wait == 0)
    cen_wait <= 1'b1;
  else
    cen_wait <= 1'b0;
end
fir fir(
  .clk(g_hclk_es1),
  .rst(hreset_n),
  .ctrl(ctrl),
  .addr(haddr_reg[15:0]),
  .din(hwdata[15:0]),
  .dout(dout),
  .bsy(bsy)
);
endmodule
module accumulator(
	input wire clk, 
	input wire [31:0] prod,
    input wire acc_en,
	output reg [35:0] acc
);
    always @(posedge clk) begin
		acc <= {{4{prod[31]}},prod[31:0]} + ((acc_en)?acc:0);
	end
endmodule
module crom(
	input wire clk, 
	input wire [3:0] cidx, 
	output reg [15:0] coef
);
	parameter coefficent00 = 16'b0000_0000_0000_0001;  
	parameter coefficent01 = 16'b0000_0000_0000_0010;
	parameter coefficent02 = 16'b0000_0000_0000_0011;
	parameter coefficent03 = 16'b0000_0000_0000_0100;
	parameter coefficent04 = 16'b0000_0000_0000_0101;  
	parameter coefficent05 = 16'b0000_0000_0000_0000;
	parameter coefficent06 = 16'b0000_0000_0000_0000;
	parameter coefficent07 = 16'b0000_0000_0000_0000;
	parameter coefficent08 = 16'b0000_0000_0000_0000;  
	parameter coefficent09 = 16'b0000_0000_0000_0000;
	parameter coefficent10 = 16'b0000_0000_0000_0000;
	parameter coefficent11 = 16'b0000_0000_0000_0000;
	parameter coefficent12 = 16'b0000_0000_0000_0000;
	parameter coefficent13 = 16'b0000_0000_0000_0000;
	parameter coefficent14 = 16'b0000_0000_0000_0000;
	parameter coefficent15 = 16'b0000_0000_0000_0000;
	always @(posedge clk)begin
		case (cidx)
			4'b0000: coef <= coefficent00;
			4'b0001: coef <= coefficent01;
			4'b0010: coef <= coefficent02;
			4'b0011: coef <= coefficent03;
			4'b0100: coef <= coefficent04;
			4'b0101: coef <= coefficent05;
			4'b0110: coef <= coefficent06;
			4'b0111: coef <= coefficent07;
			4'b1000: coef <= coefficent08;
			4'b1001: coef <= coefficent09;
			4'b1010: coef <= coefficent10;
			4'b1011: coef <= coefficent11;
			4'b1100: coef <= coefficent12;
			4'b1101: coef <= coefficent13;
			4'b1110: coef <= coefficent14;
			4'b1111: coef <= coefficent15;
		endcase
	end
endmodule
module dbuf(
	input wire clk, 
	input wire [15:0] din,  
	input wire [5:0] didx,  
	input wire RW,
	output reg [15:0] di
);
	reg [15:0] mem [0:63];
	always @(posedge clk) begin 
		if(RW) 
			mem[didx] <= din; 
		di <= RW ? din:mem[didx];
	end
endmodule
module fir(
    input wire clk,
    input wire rst,
	input wire [1:0] ctrl,
	input wire [15:0] addr,
    input wire [15:0] din,
    output wire [15:0] dout,
	output wire bsy
);
	wire RW1,RW2;
	wire [3:0] cidx;
	wire [5:0]  didx1,didx2;
	wire [15:0] coef, di, douta;
	wire [31:0] prod;
	wire [35:0] acc;
	wire acc_en;
	sysctrl ctrl_m(
		.clk(clk), 
		.rst(rst),
		.ctrl(ctrl),
		.acc(acc),
		.RW1(RW1),
		.RW2(RW2),
		.didx1(didx1),
		.didx2(didx2),
		.cidx(cidx),
		.douta(douta),
		.acc_en(acc_en),
		.bsy(bsy)
	);
	crom coef_m(
		.clk(clk), 
		.cidx(cidx), 
		.coef(coef)
	);
	dbuf buff_in(
		.clk(clk), 
		.din((bsy)?douta:din),
		.didx((bsy)?didx2:addr[7:2]),
		.RW(RW2),
		.di(dout)
	);
	dbuf buff_m(
		.clk(clk), 
		.din(dout),
		.didx(didx1),
		.RW(RW1),
		.di(di)
	);
	multi mult_m(
		.clk(clk),
		.prod(prod), 
		.coef(coef),		
		.di(di)
	); 
	accumulator acc_m(
		.clk(clk), 
		.prod(prod),
		.acc(acc),
		.acc_en(acc_en)
	);
endmodule
module multi(
	input wire clk,
	input wire [15:0] coef,
	input wire [15:0] di,
	output reg [31:0] prod
);
	always @(posedge clk) begin
		prod <= coef * di; 
	end
endmodule
module sysctrl(
	input wire clk, 
	input wire rst,
	input wire [1:0]ctrl,
	input wire [35:0] acc,
	output reg RW1,
	output reg RW2,
	output reg [5:0] didx1,
	output reg [5:0] didx2,
	output reg [3:0] cidx,
	output reg [15:0] douta,
	output reg acc_en,
	output reg bsy
);
	parameter Idle      =  0;
parameter Calculate =  1;
parameter Depth     = 37;
    reg CS, NS;
	reg [3:0]counter;
	reg cnt_en;
	always@(posedge clk or negedge rst) begin
		if(~rst)
			CS<=Idle;
		else
			CS<=NS;
	end
	always@(*) begin
		case(CS)
			Idle: 
				begin
					if(ctrl[0])
						NS=Calculate;
					else
						NS=Idle;
				end
			Calculate:
				begin
					if(didx2==Depth)
						NS=Idle;
					else
						NS=Calculate;		
				end
			default: 
				begin
					NS=Idle;
				end
		endcase
	end
	always@(*) begin
		case(CS)
			Idle: 
				begin
					RW2=&(~didx2);
					RW1=1'b0;
					acc_en=1'b0;
					cnt_en=1'b0;
					bsy=1'b0;
				end
			Calculate: 
				begin	
					RW2=(~counter[2])&(counter[1])&(counter[0]);
					RW1=&(~counter);
					acc_en=(counter[2])|(~counter[1])|(counter[0]);
					cnt_en=1'b1;
					bsy=1'b1;
				end
			default: 
				begin
					RW1=1'b0;
					RW2=1'b0;
					acc_en=1'b0;
					cnt_en=1'b0;
					bsy=1'b0;
				end
		endcase
	end
	always@(posedge clk)begin
		douta <= acc[15:0];
	end
    always @(posedge clk or negedge rst)begin
	    if(~rst) begin
		    counter<=4'd0;
		end
		else if(counter[3] | ctrl[1])begin
		    counter<=4'd0;
		end
		else if(cnt_en)begin
		    counter<=counter+1'b1;
		end
	end
	always @(posedge clk or negedge rst)begin
	    if(~rst) begin
		    didx2<= 6'd0;
		end
		else if(ctrl[1]) begin
			didx2<= 6'd0;
		end
		else if(counter[2]&counter[1]&counter[0]) begin
		    didx2<= didx2+1'b1;
		end
	end
	always @(posedge clk or negedge rst)begin
	    if(~rst) begin
		    didx1<= 6'd8;
		end
		else if(counter[3]) begin
		    didx1<= didx1;
		end
		else if((~|didx1) | ctrl[1])begin
		    didx1<= 6'd8;
		end
		else begin
		    didx1<= didx1-1'b1;
		end	
	end
	always @(posedge clk or negedge rst)begin
	    if(~rst) begin
		    cidx<= 4'd0;
		end
	    else if(counter[3] | ctrl[1]) begin
		    cidx<= 4'd0;
		end
		else if(counter<=4'd7 && counter>=4'd4) begin
			cidx<=cidx-1'b1;
		end
		else begin
		    cidx<= cidx+1'b1;
		end	
	end
endmodule
==> flow/run.sh <==
#!/bin/bash
# OpenROAD 26Q1-2900-gdf79404cd8, Yosys 0.63+post, stock flow scripts
make -C /OpenROAD-flow-scripts/flow DESIGN_CONFIG=/design/flow/config.mk WORK_HOME=/design/flow/orfs finish
==> flow/config.mk <==
export PLATFORM = sky130hd
export DESIGN_NAME = MYIP_TOP
export DESIGN_NICKNAME = MYIP_TOP
export VERILOG_FILES = /design/flow/design.v
export SDC_FILE = /design/flow/constraint.sdc
export NUM_CORES = 4
export LEC_CHECK = 1
export CORE_UTILIZATION = 30
==> flow/constraint.sdc <==
current_design MYIP_TOP

set clk_period 25.2
set clk_io_pct 0.2

create_clock -name clk0 -period $clk_period [get_ports {g_hclk_es1}]

set non_clock_inputs [all_inputs -no_clocks]
set_input_delay [expr $clk_period * $clk_io_pct] -clock clk0 $non_clock_inputs
set_output_delay [expr $clk_period * $clk_io_pct] -clock clk0 [all_outputs]
==> Changelog: implementation <==
### Changed

* Layout cells sized above 1 at 29.0%
* Starting Density at about 30%
* Pre-Repair DR Iteration Count at 5
* CTS tree: built
* Setup CP Type: flop to output pin
* Root buffer cell: clkbuf_16
* Count of tool warnings at 91
* Max Freq at 87.4 MHz
* Adder share at approximately 1.7%
* GRT Total Usage at between 10 and 15%
* Seq cells post-synth at roughly 2200
* Hold_ws at ~0.34 ns
* Grt total ovfl at 0
* Setup TNS at 0 ns
* CTS Hold Bufs at 0
* Setup violators final at 0
* Critical path arrival at 6.40 ns
* First-pass GRT wire length at 286000 um
* Tot Pwr at 8.18 mW
* CTS H-tree depth at 4
* Antenna-violating nets left at 0
* Vias/cell at between 4 and 5
* Finished Layout Cells at 7902
* CP required at 20.16 ns
* Port bufs at 67
* Resized Gates After CTS at 0
* Postcts setup bufs at 0
* Rows at 194
* PD cells at about 84 nW/um2
* Mapped Area at 84700 um2
* Slowest CP cell: dfxtp_4
* CTS sink cnt at 2166
* Hold_sp: fir.acc_m.acc[3]$_DFF_P_
* Slew headroom at 46.7%
* Core footprint at 280000 um2
* Main logic family: multiplexers
* Post-route DRC at 0
* Minimum clock period at 11.44 ns
* Delay-heaviest family, CP: buffers and inverters
* Fillers at 25400
* Max Slew Vio Count at 0
* # Cells Yosys at around 3700
* Largest net degree at the start of global routing at between 80 and 90
* Met3 GRT Util at 12.0%
* WP buf/inv at 4
* Critical path cell sequence: buf_4 -> buf_4 -> buf_4 -> mux4_2 -> mux4_2 -> mux4_2 -> nor2b_1 -> clkdlybuf4s50_1
* YS chip area at between 80000 and 90000 um2
* Vias in the first global route at approximately 42000
* Critical-path maximum fanout at 35
* Post-Synthesis Cells at between 3000 and 4000
* Peak supply drop at about 0.064 mV
* Inst Count DP at between 7000 and 8000
* Worst-margin pin slew at a little under 0.8 ns
* Final Hold Fails at 0
* MUX area fraction at 18.0%
* RSZ-0062 raised after global routing: no
* FF-to-FF path depth at 19
* Die width at roughly 530 um
* Post-synth ARST share at 2.54%
* Area delta synth->final at 14.6%
* Final period utilization at a little under half
* Full die area at approximately 280000 um2
* Final clock skew at a little over 0.03 ns
* Met2 Track Usage GR at 22.9%
* Final WL at 195000 um
* Hold Path End: fir.ctrl_m.douta[3]$_DFF_P_
* Largest cells by area after synthesis: edfxtp_1 73%, mux4_2 17%, dfrtp_1 1.6%
* AND/OR/NAND/NOR Cells, Area Fraction at 2.22%
* Busiest grt layer: met2
* Clock tree buffer depth at 4
* Post-synth EDFFs at a little over 2000
* XOR Share, Synth at less than 1%
* Synth cell types at 68
* Hpwl dp at 112000 um
* Max Cap Viol at 0
* Max-area cell share at 72.6%
* Initial DRC count at 2314
* HP Class: flop to flop
* LEAKAGE at 30.6 nW
* Clk latency of the worst-skew pair at 0.83 ns
* Post-layout utilization of the core at 34.7%
* Ao+oa area frac at 0.595%
* Syn Area/Cell at 22.8 um2
* M1 GR Usage at 15.7%
* R2r setup slk at 17.93 ns
* Max stage delay on crit path at between 0.8 and 0.9 ns
* Synth warnings at 6
* Seq share, synth at 75.7%
* Status: finished clean
* Cell type with the largest total area: edfxtp_1
* Drt wl/cell at 24.7 um
* Setup crit end kind: output pin
* Hold Crit Depth at 0
* Initial antenna violation count at 7
* Routed vias at 38200
* Count leader, synth: edfxtp_1
* R2r endpoint: fir.mult_m.prod[15]$_DFF_P_
* Dominant synthesized flop cell: edfxtp_1
* Ports at approximately 150
* CTS Buf Count at 204
* Critical path launch point type: flop
* Commonest cells in the netlist: 2048 x edfxtp_1, 652 x mux4_2, 179 x nor2_1
* Routability congestion estimate from global placement at 0.855
* Die Y at about 530 um
* CTS clk-pin slew, worst paths at roughly 0.060 ns
worst max path at each step:
stage	from	endpoint	slack [ns]	depth (start not counted)
CTS	flop	hrdata_es1[5]	13.50	8
finish	flop	hrdata_es1[5]	13.76	8
global route	flop	hrdata_es1[10]	13.30	8
through the flow:
step	setup slack [ns]	instance area, um2
final	13.76	97100
after global routing	13.30	97100
after CTS	13.50	97100
after detailed placement	14.41	90900
after global placement	14.44	90900
after floorplan	17.20	84800
cell type report:
class	instances	area [um2]	share of cell area (%)
sequential	2166	64200	66.1
multi-input combinational	1335	19700	20.3
clock buffer	259	5380	5.53
tap	3724	4660	4.80
timing repair buffer	275	2250	2.32
clock inverter	99	836	0.861
inverter	42	158	0.162
antenna	2	5.00	0.00515
per-layer routing:
metal  vias up  part of all wire (%)
li1      16200                     -
met1     19600                    31
met2      2215                    48
met3       290                    18
met4         4                   2.6
met5         -                 0.034
where the power goes:
part | total [mW] | leakage [nW] | internal [mW] | switching, mW
Combinational | 0.956 | 8.03 | 0.332 | 0.624
Clock | 2.92 | 3.04 | 1.65 | 1.27
Sequential | 4.30 | 19.6 | 4.26 | 0.0411
Total | 8.18 | 30.6 | 6.25 | 1.93
placed cells by master, fill, tap and decap left out, types with 5 or more instances in the layout:
| cell type | netlist | routed |
|---|---|---|
| nor2_1 | 179 | 128 |
| xnor2_1 | 32 | 32 |
| clkinv_1 | 1 | 45 |
| nand2b_1 | 5 | 5 |
| a21oi_1 | 21 | 21 |
| and2_1 | 52 | 52 |
| nor2b_1 | 28 | 28 |
| dfxtp_4 | 0 | 7 |
| dfxtp_1 | 63 | 55 |
| mux4_1 | 5 | 5 |
| inv_1 | 41 | 41 |
| edfxtp_1 | 2048 | 2048 |
| nor3_1 | 13 | 13 |
| clkbuf_16 | 0 | 207 |
| fa_1 | 12 | 12 |
| clkdlybuf4s50_1 | 0 | 66 |
| nand3_1 | 13 | 13 |
| nand4_1 | 5 | 5 |
| mux2i_1 | 23 | 23 |
| nor3b_1 | 5 | 5 |
| dfrtp_1 | 54 | 54 |
| ha_1 | 96 | 96 |
| or3_1 | 7 | 7 |
| clkinv_2 | 0 | 32 |
| bufinv_16 | 0 | 15 |
| clkbuf_1 | 83 | 52 |
| nor2_2 | 0 | 51 |
| nand2_1 | 55 | 55 |
| a21o_1 | 7 | 7 |
| nor4b_1 | 5 | 5 |
| mux2_2 | 19 | 19 |
| xor2_1 | 10 | 10 |
| mux4_2 | 652 | 652 |
| o21ai_0 | 10 | 10 |
| nor4_1 | 12 | 12 |
| buf_4 | 19 | 206 |
| conb_1 | 1 | 18 |
cell families after synthesis:
logic type                 after synthesis
AOI/OAI and AO/OA                       73
buffers and inverters                  235
other                                    1
xor gates and xnor gates                43
and+or+nand+nor                        394
adders and majority gates              108
muxes                                  699
DFF                                   2166
Power and IR drop assume default switching activity.
