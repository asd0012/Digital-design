==> /design/flow/design.v <==
module multiplier32(
	input  [31:0] mpy_input_a, mpy_input_b,
	output [31:0] mpy_output
);
	reg a_sign;				 
	reg [7:0] a_exponent;	 
	reg [23:0] a_mantissa;	 
	reg b_sign;				 
	reg [7:0] b_exponent;	 
	reg [23:0] b_mantissa;	 
	reg o_sign;				 
	reg [7:0] o_exponent;	 
	reg [22:0] o_mantissa;	 
	reg [47:0] product;		 
	assign mpy_output[31] = o_sign;
	assign mpy_output[30:23] = o_exponent;
	assign mpy_output[22:0] = o_mantissa[22:0];
	always @ (*) begin
		a_sign = mpy_input_a[31];
		a_exponent = mpy_input_a[30:23];
		a_mantissa = {1'b1, mpy_input_a[22:0]};
		b_sign = mpy_input_b[31];
		b_exponent = mpy_input_b[30:23];
		b_mantissa = {1'b1, mpy_input_b[22:0]};
		o_sign = a_sign ^ b_sign;
		o_exponent = a_exponent + b_exponent - 127;
		product = a_mantissa * b_mantissa;
		if(product[47] == 1) begin
			o_exponent = o_exponent + 1;
			product = product >> 1;
		end
		o_mantissa = product[46:23];
		if(product[22]) begin
			o_mantissa = o_mantissa + 1;
		end
	end
endmodule
module mpy_top (
	input [31:0] input_a,		 
	input [31:0] input_b,		 
	output [31:0] mpy_output	 
);
	wire a_sign;				 
	wire [7:0] a_exponent;		 
	wire [23:0] a_mantissa;		 
	wire b_sign;				 
	wire [7:0] b_exponent;		 
	wire [23:0] b_mantissa;		 
	reg        o_sign;			 
	reg [7:0]  o_exponent;		 
	reg [23:0] o_mantissa;		 
	reg [31:0] multiplier_a_in;	 
	reg [31:0] multiplier_b_in;	 
	wire [31:0] multiplier_out;	 
	assign  mpy_output[31] = o_sign;					 
	assign  mpy_output[30:23] = o_exponent;				 
	assign  mpy_output[22:0] = o_mantissa[22:0];		 
	assign a_sign = input_a[31];						 
	assign a_exponent[7:0] = input_a[30:23];			 
	assign a_mantissa[23:0] = {1'b1, input_a[22:0]};	 
	assign b_sign = input_b[31];						 
	assign b_exponent[7:0] = input_b[30:23];			 
	assign b_mantissa[23:0] = {1'b1, input_b[22:0]};	 
	multiplier32 mpy
	(
		.mpy_input_a(multiplier_a_in),
		.mpy_input_b(multiplier_b_in),
		.mpy_output(multiplier_out)
	);
	always @ (*) begin
        if ( ((a_exponent == 255) && (a_mantissa[22:0] != 0)) ||
			 ((b_exponent == 255) && (b_mantissa[22:0] != 0) )) begin
			o_sign <= 1;
			o_exponent <= 255;
			o_mantissa[22] <= 1;
			o_mantissa[21:0] <= 0;
        end else if (a_exponent == 255) begin
			o_sign <= a_sign ^ b_sign;
			o_exponent <= 255;
			o_mantissa <= 0;
			if ((b_exponent == 0) && (b_mantissa[22:0] == 0)) begin
				o_sign <= 1;
				o_exponent <= 255;
				o_mantissa[22] <= 1;
				o_mantissa[21:0] <= 0;
			end
        end else if (b_exponent == 255) begin
			o_sign <= a_sign ^ b_sign;
			o_exponent <= 255;
			o_mantissa <= 0;
			if ((a_exponent == 0) && (a_mantissa[22:0] == 0)) begin
				o_sign <= 1;
				o_exponent <= 255;
				o_mantissa[22] <= 1;
				o_mantissa[21:0] <= 0;
			end
        end else if ((a_exponent == 0) && (a_mantissa[22:0] == 0)) begin
			o_sign <= a_sign ^ b_sign;
			o_exponent <= 0;
			o_mantissa <= 0;
        end else if ((b_exponent == 0) && (b_mantissa[22:0] == 0)) begin
			o_sign <= a_sign ^ b_sign;
			o_exponent <= 0;
			o_mantissa <= 0;
        end else begin
			multiplier_a_in <= input_a;
			multiplier_b_in <= input_b;
			o_sign = multiplier_out[31];
			o_exponent = multiplier_out[30:23];
			o_mantissa = multiplier_out[22:0];
        end
	end
endmodule
==> /design/flow/run.sh <==
#!/bin/bash
# OpenROAD 26Q1-2900-gdf79404cd8, Yosys 0.63+post, stock flow scripts
make -C /OpenROAD-flow-scripts/flow DESIGN_CONFIG=/design/flow/config.mk WORK_HOME=/design/flow/orfs finish
==> /design/flow/config.mk <==
export PLATFORM = sky130hd
export DESIGN_NAME = mpy_top
export DESIGN_NICKNAME = mpy_top
export VERILOG_FILES = /design/flow/design.v
export SDC_FILE = /design/flow/constraint.sdc
export NUM_CORES = 4
export LEC_CHECK = 1
export CORE_UTILIZATION = 30
==> /design/flow/constraint.sdc <==
current_design mpy_top

set clk_period 4.9
set clk_io_pct 0.2

create_clock -name clk0 -period $clk_period

set non_clock_inputs [all_inputs -no_clocks]
set_input_delay [expr $clk_period * $clk_io_pct] -clock clk0 $non_clock_inputs
set_output_delay [expr $clk_period * $clk_io_pct] -clock clk0 [all_outputs]
==> changes_impl.md <==
### Physical design

- Register pins left without a clock: 64
- CP Launch Point: input_b[21]
- Routed vias/inst: 4.70
- Mux frac, synth: 0.471%
- Diode count: 0
- Chip area: 73600 µm²
- Log Warnings: 33
- Critical Path Source Type: input port
- GPL Wtd Cong: 0.918
- Fin crit share: 95.5%
- #FFs+latches synth: 64
- FILL cells: 7476
- Leakage: 11.9 nW
- Max FO, Critical Path: 6
- Post-CTS setup buffer count: 0
- Detailed Route WL: 59600 µm
- Residual DRC count: 0
- Critical path endpoint category: primary output
- Max Clock Freq: 0.214 GHz
- Die Wd: 271 µm
- Slew HR: 49.3%
- Detailed-router iteration count before antenna repair: 5
- Endpoints left unconstrained: 64
- GRT Total Usage: 17.6%
- Pre-CTS setup slack: 168 ps
- CP Data Arrival Time: 3700 ps
- Final Hold Viols: 0
- Synth Area per Inst: 8.62 µm²
- Synth logic family: adder cells
- Mapped cell area: 21800 µm²
- Yosys stat area: 21800 µm²
- Hold Path Stages: 5
- Hold Startpoint: input_a[31]
- DP HPWL: 47900 µm
- Max-slew violations: 0
- Dominant logic cell type in the layout: inv_1
- IO Pins: 96
- Final Util: 33.4%
- Detail Route Antenna Nets: 0
- Async SR Flop Fraction: 0%
- Top cells excl fill/tap: inv_1, fa_1, nand2_1, and2_1, ha_1
- IO buf count: 96
- Yosys xor share: 2.01%
- Complex Gates by Area: 7.36%
- Post-synth EDFFs: 0
- Fraction of layout cells with a size suffix above 1: 3.74%
- Worst-margin pin slew: 760 ps
- Area grow syn2layout: 9.84%
- Cell Type Count: 91
- Most used DFF post-synth: dlxtn_1
- Row count: 98
- Status: completed
- Initial antenna violation count: 0
- WHS Endpoint: mpy_output[31]
- Vias in the first global route: 17200
- Ys cells: 2526
- Post-Synth Simple-Gate Area: 18.4%
- Core area: 71600 µm²
- Global route overflow: 0
- Die H: 271 µm
- Crit path DRT: 3920 ps
- Number of max-cap violations: 0
- Total Neg Setup Slack: 0 ps
- Largest net degree at the start of global routing: 65
- Routed length per instance: 17.0 µm
- Yosys warning total: 2
- Core Util at FP: 30.4%
- Fa+ha+maj area frac: 54.9%
- RSZ-0062 raised after global routing: false
- 1st-iter DRT viols: 673
- Power Density: 22.2 nW/µm²
- Worst vdd ir: 0.0314 mV
- Final setup vio count: 0
- Setup CP Type: in -> out
- Worst Hold Class: in -> out
- Crit path time final: 4680 ps
- Cells after Synth: 2526
- PnR worst setup slack: 220 ps
- Vias: 16500
- Global-route wire length before repair: 96800 µm
## worst max-delay path: stages
cell	delay [ps]
clkdlybuf4s50_1	440
nor4_1	330
nand4_1	130
nor2_1	340
buf_4	230
and3_1	170
or2_2	130
inv_1	50
nand2_2	120
and4b_1	210
a2bb2oi_1	130
clkdlybuf4s50_1	440
## how the worst max path moves through the flow
stage | endpoint | slack [ps] | cells past startpoint
CTS | mpy_output[17] | 120 | 13
global route | mpy_output[18] | 4 | 12
finish | mpy_output[18] | 220 | 12
## cell usage after synthesis (all sizes together) (7+ instances only)
| cell type | count | area (µm²) |
|---|---|---|
| o21a | 9 | 67.6 |
| nor2 | 93 | 354 |
| o31ai | 10 | 93.8 |
| clkbuf | 101 | 379 |
| buf | 13 | 83.8 |
| a31oi | 7 | 50.1 |
| nand2 | 322 | 1210 |
| nor3 | 25 | 135 |
| fa | 482 | 9650 |
| nand3 | 16 | 92.6 |
| nor4 | 23 | 174 |
| ha | 184 | 2300 |
| o21bai | 9 | 67.6 |
| a21oi | 68 | 340 |
| nand4 | 23 | 165 |
| o21ai | 45 | 233 |
| and3 | 11 | 75.1 |
| mux2i | 8 | 80.1 |
| or2 | 7 | 43.8 |
| xnor2 | 29 | 254 |
| a21o | 21 | 159 |
| and2 | 243 | 1520 |
| xor2 | 20 | 183 |
| dlxtn | 64 | 961 |
| or3 | 9 | 61.3 |
| inv | 595 | 2230 |
| o211ai | 13 | 108 |
## logic make-up (layout without fill, tap and decap cells)
logic type | after synthesis | in the layout
AOI/OAI and AO/OA | 232 | 232
xor gates and xnor gates | 49 | 49
adders and majority gates | 666 | 666
buffers and inverters | 711 | 749
latches | 64 | 64
muxes | 10 | 10
and+or+nand+nor | 794 | 794
## routing by layer
metal / share of wire, % / global-route usage, %
met5: 0 / 0
met4: 1.7 / 2.59
met3: 11 / 7.29
met2: 45 / 26.5
met1: 43 / 25.0
## layout make-up
type                            instances  area, µm²  share of cell area [%]
Multi-Input combinational cell       1751      18100                    75.8
Sequential cell                        64        961                    4.02
Inverter                              597       2240                    9.37
Timing Repair Buffer                  152       1410                    5.88
Tap cell                              950       1190                    4.97
## power by group
part / switching [W] / internal (W) / total, W
Clock: 0 / 0 / 0
Sequential: 0.000000136 / 0.00000893 / 0.00000907
Combinational: 0.000290 / 0.000231 / 0.000521
Total: 0.000290 / 0.000240 / 0.000530
## stage by stage
step	std cells	power, W	area [µm²]	hold WS [ps]
3_5_place_dp	3514	0.000528	23900	3140
4_1_cts	3514	0.000534	23900	3150
3_3_place_gp	3514	0.000530	23900	3140
5_1_grt	3514	0.000589	23900	3260
6_report	3514	0.000530	23900	3140
2_1_floorplan	2526	0.000310	21800	2220
## flip-flops by register name, indices dropped and copies added, names as in the netlist
| name | flops |
|---|---|
| multiplier_a_in | 32 |
| multiplier_b_in | 32 |
## timing repair
item / in CTS / in global routing
hold endpoints to repair: 0 / 0
gates resized: 0 / 1
hold buffers: 0 / 0
endpoints found under the setup margin: 0 / 1
No activity file was given, so power comes from the tool's default toggle rates.
